**flow/config.mk**
```make
export PLATFORM = sky130hd
export DESIGN_NAME = memoryM9K
export DESIGN_NICKNAME = memoryM9K
export VERILOG_FILES = /design/flow/design.v
export SDC_FILE = /design/flow/constraint.sdc
export NUM_CORES = 4
export LEC_CHECK = 1
export CORE_UTILIZATION = 50
export SYNTH_MEMORY_MAX_BITS = 65536
```
**flow/constraint.sdc**
```tcl
current_design memoryM9K

set clk_period 32.7
set clk_io_pct 0.2

create_clock -name clk0 -period $clk_period [get_ports {CLOCK_50}]

set non_clock_inputs [all_inputs -no_clocks]
set_input_delay [expr $clk_period * $clk_io_pct] -clock clk0 $non_clock_inputs
set_output_delay [expr $clk_period * $clk_io_pct] -clock clk0 [all_outputs]
```
**flow/design.v**
```verilog
module memoryM9K(
	input						CLOCK_50,
	input						WR,
	input			[8:0]		wr_address_word,	 
	input			[15:0]	wr_data_word,		 
	input			[9:0]		address_byte,		 
	output		[7:0]		data_byte			 
);
reg [15:0] memory [0:511];						 
always @(posedge CLOCK_50)
begin
	if (WR == 1'b1) begin
		memory[wr_address_word][15:0] <= wr_data_word[15:0];
	end
end
assign data_byte[7:0] = (address_byte[0:0] == 1'b0) ? memory[address_byte[9:1]][7:0] : memory[address_byte[9:1]][15:8];
endmodule
```
**flow/run.sh**
```bash
#!/bin/bash
# OpenROAD 26Q1-2900-gdf79404cd8, Yosys 0.63+post, stock flow scripts
make -C /OpenROAD-flow-scripts/flow DESIGN_CONFIG=/design/flow/config.mk WORK_HOME=/design/flow/orfs finish
```
==> results.json <==
{
  "status": "complete, no violations",
  "fin_util": 0.566,
  "numCtsBuffers": 817,
  "cts_setup_buffers": 0,
  "vias_per_cell": 6.23,
  "cts_resized": 0,
  "critical_path_class": "in2out",
  "clkTransAtPathRegs_ns": 0.06,
  "drtIter0Drc": 11200,
  "cts_tree": "yes",
  "synthFlopType": "edfxtp_1",
  "yosysCellCount": 14700,
  "grt.overflow.total": 0,
  "post_dp_cell_area_um2": 331000,
  "cts-root-buf": "clkbuf_16",
  "rows": 291,
  "hp-class": "in2reg",
  "dieArea_um2": 635000,
  "synth_area_leader_cell": "edfxtp_1",
  "finalSetupTns_ns": 0,
  "setup_viol": 0,
  "synthArstFlopShare": 0,
  "hold_buffers": 0,
  "critPathLaunchType": "input port",
  "io_pins": 45,
  "stdcell_area_um2": 356000,
  "routedWlPerCell_um": 36.1,
  "final_hold_viol_count": 0,
  "dieWidth_um": 797,
  "grt_first_pass_wirelength_mm": 1260,
  "synth-seq-cells": 8192,
  "ys_top_cells_by_count": "8192 x edfxtp_1, 1588 x mux4_2, 1076 x mux2i_1",
  "ctsHtreeMaxLevel": 6,
  "ys_seq_share": 0.779,
  "most_common_cell": "edfxtp_1",
  "synth_top_area_share": 0.779,
  "die_y_um": 797,
  "yosysWarningCount": 1,
  "synth_cell_type_count": 77,
  "grt_start_max_net_pins": 124,
  "track_usage": 0.322,
  "drtAntennaViolNets": 0,
  "vdd_drop_max_v": 0.0000735,
  "dpl.hpwl_mm": 553,
  "dr.pass1.iters": 5,
  "final_layout_size_suffix_gt1_frac": 0.244,
  "totalPowerFinal_w": 0.0215,
  "ys_chip_area_um2": 316000,
  "core_um2": 629000,
  "worst-path-buf-inv": 10,
  "cp_slowest_stage_delay_ns": 1.10,
  "area_leaders": "edfxtp_1 78%, mux4_2 11%, mux2i_1 3.4%",
  "clk_path_buf_depth": 4,
  "fin_crit_ns": 22.02,
  "top_register": "memory",
  "crit_path_frequent_cell": "buf_4",
  "edf_count": 8192,
  "fmax_mhz": 45.4,
  "synth_cells": 14700,
  "grt_pass1_vias": 168000,
  "worstPathArrival_ns": 15.48,
  "power-per-cell-area_nw_per_um2": 60.4,
  "top_regs": "memory: 8192 flops",
  "path_delay_family": "buffers and inverters",
  "finalNonFillerCells": 24900,
  "relSlewSlack": 0.110,
  "drv_slew": 0,
  "cp-end-kind": "primary output",
  "cp_data_required_time_ns": 26.16,
  "rsz0062_at_grt": "no",
  "cpMaxStageDelayCell": "a211oi_1",
  "crit_chain": "buf_16, buf_4, buf_4, buf_12, buf_4, buf_4, buf_4, buf_4, buf_4, mux4_2, mux4_2, o22ai_1, a211oi_1, a21oi_1, o211ai_1, clkdlybuf4s50_1",
  "dp.cells": 23300,
  "largest_reg_flops": 8192,
  "cp_max_fo": 73,
  "io_buffers": 44,
  "cts.sinks": 8192,
  "finalClockPeriodUsage": 0.673,
  "drv_cap": 0,
  "syn-cell-area_um2": 316000,
  "p_leak_nw": 113,
  "totalWireLength_mm": 897,
  "antenna_found_initial": 60,
  "initial_utilization": 0.502,
  "syn_to_final_growth_pct": 12.7,
  "via_count": 155000,
  "tool_warnings": 35,
  "post-route-drc-count": 0,
  "syn_avg_cell_area_um2": 21.6,
  "worstMarginPinSlew_ns": 1.30,
  "gp_congestion": 0.899
}
[stage by stage]
stage	worst slack, ns	hold slack (ns)
floorplan	17.06	6.64
global placement	10.91	6.97
detailed placement	10.84	6.98
CTS	10.80	5.72
global route	10.09	5.77
finish	10.68	5.79
[metal layers]
metal,up-vias,global-route usage,routed length [um]
li1,64400,-,-
met1,78400,0.411,271000
met2,10500,0.438,408000
met3,1628,0.267,177000
met4,62,0.104,39900
met5,-,0.0171,1270
[report_power, final]
group	switching, W	total [W]	internal (W)
clock	0.00393	0.00883	0.00490
sequential	0.00000252	0.0116	0.0116
combinational	0.000755	0.00110	0.000343
total	0.00469	0.0215	0.0168
[path summary, 6_finish.rpt]
path / start / end / slack [ns] / cells past startpoint
worst max-delay path: address_byte[1] / data_byte[5] / 10.68 / 16
worst min-delay path: wr_data_word[14] / memory[9][14]$_DFFE_PP_ / 5.79 / 1
[layout by cell type (no fill, tap or decap), drive strengths merged, types with 12 or more instances in the layout]
cell type      instances
a31oi                 35
o221ai               284
clkinv               368
mux2i               1076
a22oi                197
nand4                 33
buf                 1197
a211oi                73
nor4                  36
nor3                  89
diode                 58
a2111oi               30
edfxtp              8192
a22o                  28
a221oi                87
nand3                 94
mux4                1617
inv                   25
o22ai                234
bufinv                35
mux2                  43
clkdlybuf4s50         21
nor2                 635
nand2                306
clkbuf              1036
a311oi                12
a21oi                287
or3                   18
o21ai                183
o211ai                25
o2111ai               12
nor2b                 16
[cell families (layout without fill, tap and decap cells)]
group / Yosys count / after routing / synth area share
flops: 8192 / 8192 / 0.779
other cells: 0 / 58 / 0
compound gates: 1550 / 1550 / 0.0342
simple gates: 1288 / 1288 / 0.0176
mux: 2736 / 2736 / 0.151
buf+inv: 890 / 2691 / 0.0183
[cell type report]
| type | count | area, um2 |
|---|---|---|
| Fill cell | 45300 | 273000 |
| Multi-Input combinational cell | 5574 | 64800 |
| Antenna cell | 58 | 145 |
| Inverter | 7 | 48.8 |
| Clock inverter | 430 | 3590 |
| Tap cell | 8350 | 10400 |
| Sequential cell | 8192 | 246000 |
| Clock buffer | 1036 | 21400 |
| Timing Repair Buffer | 1218 | 9580 |
No activity file was given, so power comes from the tool's default toggle rates.
